## /design/flow/design.v

```verilog
module gpr(
    input [4:0] rs1,
    input [4:0] rs2,
    input [4:0] rd,
    input [31:0] write_data,
    output reg [31:0] read_data1,
    output reg [31:0] read_data2,
    input reg_write,
    input reg_read,
    input clock,
    input reset
);
    reg [31:0] reg_memory [31:0];
    integer i;
    always @(posedge clock or posedge reset) begin
        if (reset) begin
            for (i = 0; i < 32; i = i + 1) begin
                reg_memory[i] <= i;  
            end
        end
        else if (reg_write && rd != 5'b0) begin
            reg_memory[rd] <= write_data;
        end
    end
    always @(*) begin
        if (reg_read) begin
            read_data1 = reg_memory[rs1];
            read_data2 = reg_memory[rs2];
        end else begin
            read_data1 = 32'h0;
            read_data2 = 32'h0;
        end
    end
endmodule
```

## /design/flow/run.sh

```bash
#!/bin/bash
# OpenROAD 26Q1-2900-gdf79404cd8, Yosys 0.63+post, stock flow scripts
make -C /OpenROAD-flow-scripts/flow DESIGN_CONFIG=/design/flow/config.mk WORK_HOME=/design/flow/orfs finish
```

## /design/flow/config.mk

```make
export PLATFORM = sky130hd
export DESIGN_NAME = gpr
export DESIGN_NICKNAME = gpr
export VERILOG_FILES = /design/flow/design.v
export SDC_FILE = /design/flow/constraint.sdc
export NUM_CORES = 4
export LEC_CHECK = 1
export CORE_UTILIZATION = 40
```

## /design/flow/constraint.sdc

```tcl
current_design gpr

set clk_period 20.4
set clk_io_pct 0.2

create_clock -name clk0 -period $clk_period [get_ports {clock}]

set non_clock_inputs [all_inputs -no_clocks]
set_input_delay [expr $clk_period * $clk_io_pct] -clock clk0 $non_clock_inputs
set_output_delay [expr $clk_period * $clk_io_pct] -clock clk0 [all_outputs]
```

==> notes.md <==
This note records the results obtained with Yosys and OpenROAD.

Detailed routing
The number of DRC violations after detailed routing is 0. The wire length on met1 is 90,410 um. After detailed routing, no signal wire sits above met5. Summed over all nets, wire length on met2 after detailed routing comes to 100,600 um. The routed design has 259,900 um of wire.

Detailed routing inserted a total of 44,630 vias. The via-per-instance ratio is 7.254. TritonRoute output was used to compute an average wire per cell of 42.25 um.

The routed wire length on met3 is 46,880 um. The number of routed nets with antenna violations is 0. For this run, the detailed router's first-pass iteration total came to 10. After the first detailed-routing iteration, the DRC count stood at 5,990.

Placement
The count of buffers inserted at the top-level ports is 114. The final weighted congestion in routability-driven placement is 1.091. Summed over all nets, the half-perimeter wirelength after detailed placement is 156,600 um.

Critical path
STA classifies the critical path startpoint as an input pin. STA lists the endpoint of the worst register-to-register path as reg_memory[28][8]$_DFFE_PP0P_. The kind of critical path is input pin to primary output.

The slowest cell on the critical path is sky130_fd_sc_hd__nor2_4. STA classifies the critical path endpoint as a primary output. The destination of the critical timing path is read_data2[13]. The required time of the critical path is 16.32 ns. The depth of the worst register-to-register path is 1. The OpenROAD report gives the critical path a data arrival time of 8.41 ns. The longest incremental delay of any stage on the critical path is reported as 0.77 ns. The gate family responsible for the most delay along the worst path is buffers and inverters. The source of the worst register-to-register timing path is reg_memory[28][8]$_DFFE_PP0P_. Listed in order, past its start point the critical path passes clkdlybuf4s50_1, buf_4, nand2b_1, nor2_4, buf_4, a22oi_1, nand2_1, nor4_1, a31oi_1, clkdlybuf4s50_1. The critical path starts at rs2[0]. The script reports the combined buffer and inverter count of the critical path as 4. The report shows a maximum critical-path fanout of 25. Walking the critical path from launch to capture passes 10 cell instances. The worst-case reg-to-reg setup slack stands at 19.44 ns.

GRT
The overall global routing resource usage is 0.4118. The first global-routing pass estimated 356,000 um of wire. The via count of the first global-routing pass was 43,960. The remaining global-route overflow is 0. The maximum number of pins on one net before global-route repair is 128. The number of antenna violations at the first check in global routing is 12.

Worst hold path
The hold path depth is 0. The path category of the worst min-delay check is flip-flop to flip-flop.

Clock tree
The clock latency on the worst-skew pair is 0.75 ns. The clock-pin slew on the worst setup and hold paths is 0.06 ns. The maximum clock insertion buffer count is 3. The CTS buffer count is 112.

The tree is rooted in a sky130_fd_sc_hd__clkbuf_16. TritonCTS built the clock tree. The number of gates resized after CTS is 0.

The number of hold-repair buffers added at the cts stage is 0. Per the repair_timing log after CTS, setup buffers inserted total 0. The clock sink count is 1,024. The maximum level of the CTS H-tree is 3.

STA
The worst clock skew is 0 ns. Checking max transition, the worst relative margin is 0.3193. The tightest hold path in the finished design has a slack of 0.3879 ns. Hold-check failures listed in the final report amount to 0. For the final routed database, the setup TNS stands at 0 ns. The last timing report of the flow puts the setup violation total at 0. Looking at the max-slew report, the worst-margin pin has a slew of 1.021 ns. Static timing analysis puts the maximum clock frequency at 0.08007 GHz. Setup repair after global routing left no endpoint under its margin. Pins over their slew limit in the final report were tallied at 0. The minimum clock period is 12.49 ns. The part of the cycle the worst path needs is 0.6122.

Floorplanning
The floorplan has 131 rows. Per the OpenROAD floorplan log, the area of the core is 127,700 sq um. The die outline width is 360.7 um. The die footprint is 130,100 sq um. For this design the top-level I/O count stands at 115. The die span in y is 360.7 um. The core utilization at floorplan is 0.4031.

Final layout
The top cell type in the final layout, fill and taps aside, is sky130_fd_sc_hd__mux2_2. The flow measured a signed area growth from synthesis to layout of 13.85%. The fraction of final layout cells with drive strength greater than 1 is 0.3519.

reg_memory holds more flip-flops than any other register. The largest registers in the layout are reg_memory x1024. The number of filler instances in the final layout is 11,420. The area taken by multi-input combinational cells is reported as 24,010 sq um. The register with the most flip-flops in the layout has 1,024 of them. In the layout the commonest cells are sky130_fd_sc_hd__mux2_2, sky130_fd_sc_hd__dfrtp_1, sky130_fd_sc_hd__a22oi_1, sky130_fd_sc_hd__nand2_1, sky130_fd_sc_hd__buf_4. In the final layout, flip-flops and latches occupy 25,720 sq um.

Flow run
The number of warning messages in the logs is 38. The number of max-cap violations is 0.

Power
The power report attributes to the clock group a share of 0.378. VDD sags by at most 0.07895 mV. The switching power is 1.670 mW.

The part of the total power dissipated in sequential elements is 0.491. The sum of internal, switching and leakage power is 5.790 mW. The script computed a power per unit cell area of 98.80 nW/um^2. The total leakage power is 25.10 nW.

Cell internal power was estimated by the tool at 4.119 mW. The share of power burned in combinational logic is 0.131. The proportion of total power due to net switching is 0.2885.

Logic synthesis
For this run, the register share of the synthesized area comes to 0.4998. The number of synthesis warnings is 2. Counting flops and latches in the post-synthesis netlist gives 1,024.

The count of flip-flops with a built-in enable after synthesis is 0. The share of synthesized area in the top cell type comes to 0.4589. The number of instances in the synthesized netlist is 4,397. The total cells reported by yosys after synthesis is 4,397. Per the synthesis report, the number of distinct cell types is 73. The most used flip-flop cell is sky130_fd_sc_hd__dfrtp_1. The total standard cell area after synthesis is 51,470 sq um.

The library cell with the largest summed area after synthesis is sky130_fd_sc_hd__dfrtp_1. In the synthesis report, Yosys lists the chip area as 51,470 sq um. The fraction of registers with async set or reset after synthesis is 1.000. The average instance in the mapped netlist occupies 11.71 sq um.

Yosys attributes the largest share of cell area to sky130_fd_sc_hd__dfrtp_1, sky130_fd_sc_hd__mux2_2, sky130_fd_sc_hd__a22oi_1.

Status
The flow ran to the end, and the final reports show no timing, DRC or antenna violations.
[routing by layer]
layer  GRT usage  vias up
li1            -    16770
met1      0.5145    22190
met2      0.5337     4165
met5    0.005179        -
met4      0.2332       24
met3      0.2752     1483
[area by class of cell]
type	count	area share
tap	1662	0.03549
clock inverter	51	0.01078
multi-input combinational	2907	0.4097
clock buffer	161	0.05652
sequential	1024	0.4390
timing repair buffer	335	0.04787
antenna	10	0.0004270
inverter	3	0.0002562
[power by group through the flow]
stage	combinational [mW]	sequential [mW]	clock [mW]
after CTS	0.740	2.82	2.19
after global routing	0.802	2.87	2.27
final	0.756	2.84	2.19
[metrics by stage]
stage / instances / utilization / setup slack (ns) / instance area (sq um)
after CTS: 6143 / 0.4587 / 8.175 / 58570
after floorplan: 4397 / - / 2.271 / 51480
final: 6153 / 0.4589 / 7.911 / 58600
after global routing: 6144 / 0.4588 / 7.973 / 58580
after detailed placement: 5931 / 0.4279 / 8.191 / 54630
after global placement: 5931 / 0.4279 / 8.151 / 54630
[how the worst min path moves through the flow]
stage	start	end	slack, ns
4_1_cts	reg_memory[0][20]$_DFFE_PP0P_	reg_memory[0][20]$_DFFE_PP0P_	0.39
5_1_grt	reg_memory[0][8]$_DFFE_PP0P_	reg_memory[0][8]$_DFFE_PP0P_	0.40
6_report	reg_memory[0][20]$_DFFE_PP0P_	reg_memory[0][20]$_DFFE_PP0P_	0.39
[logic make-up after synthesis]
kind of cell | after synthesis | synth area share
muxes | 1023 | 0.2234
AOI/OAI and AO/OA | 1136 | 0.1600
DFF | 1024 | 0.4998
buffers and inverters | 466 | 0.04373
and+or+nand+nor | 748 | 0.07302
[cells in the mapped netlist (all sizes together) (7+ instances only)]
master    n
nand2   272
mux2    998
nor2    132
a22o     12
nand3b   12
nand2b   12
a31oi    22
dfrtp   944
buf     272
nand4    96
nor4     34
nor2b    16
o21ai    89
and3     10
nor3     69
dfstp    80
a211oi    7
or3       7
a222oi   31
a32oi     8
mux2i    24
nand3    56
a22oi   831
clkbuf  191
a221oi   11
or2       7
a21oi    79
Power and IR drop assume default switching activity.
