File: design/flow/config.mk
export PLATFORM = sky130hd
export DESIGN_NAME = decoder
export DESIGN_NICKNAME = decoder
export VERILOG_FILES = /design/flow/design.v
export SDC_FILE = /design/flow/constraint.sdc
export NUM_CORES = 4
export LEC_CHECK = 1
export CORE_AREA = 10 10 81 81
export DIE_AREA = 0 0 91 91
File: design/flow/constraint.sdc
current_design decoder

set clk_period 4.6
set clk_io_pct 0.2

create_clock -name clk0 -period $clk_period

set non_clock_inputs [all_inputs -no_clocks]
set_input_delay [expr $clk_period * $clk_io_pct] -clock clk0 $non_clock_inputs
set_output_delay [expr $clk_period * $clk_io_pct] -clock clk0 [all_outputs]
File: design/flow/design.v
module decoder(
    input wire [31:0] instruction,   
    output reg [4:0] alu_op,         
    output reg reg_write,            
    output reg reg_read,             
    output reg [4:0] rs1,            
    output reg [4:0] rs2,            
    output reg [4:0] rd,             
    output reg [31:0] imm,           
    output reg alu_src,              
    output reg add_en,
    output reg addi_en,
    output reg sub_en,
    output reg xor_en,
    output reg xori_en,
    output reg or_en,
    output reg ori_en,
    output reg and_en,
    output reg andi_en,
    output reg sll_en,
    output reg slli_en,
    output reg srl_en,
    output reg srli_en,
    output reg sra_en,
    output reg srai_en,
    output reg sltu_en,
    output reg slt_en,
    output reg slti_en,
    output reg sltiu_en
);
    wire [6:0] opcode = instruction[6:0];
    wire [2:0] funct3 = instruction[14:12];
    wire [6:0] funct7 = instruction[31:25];
    localparam R_TYPE = 7'b0110011;
    localparam I_TYPE = 7'b0010011;
    always @(*) begin
        rs1 = instruction[19:15];
        rs2 = instruction[24:20];
        rd = instruction[11:7];
        imm = 32'b0;
        reg_write = 1'b0;
        reg_read = 1'b0;   
        alu_src = 1'b0;
        alu_op = 5'b00000;
        add_en = 1'b0;
        addi_en = 1'b0;
        sub_en = 1'b0;
        xor_en = 1'b0;
        xori_en = 1'b0;
        or_en = 1'b0;
        ori_en = 1'b0;
        and_en = 1'b0;
        andi_en = 1'b0;
        sll_en = 1'b0;
        slli_en = 1'b0;
        srl_en = 1'b0;
        srli_en = 1'b0;
        sra_en = 1'b0;
        srai_en = 1'b0;
        slt_en = 1'b0;
        slti_en = 1'b0;
        sltu_en = 1'b0;
        sltiu_en = 1'b0;
        case (opcode)
            R_TYPE: begin
                reg_write = 1'b1;
                reg_read = 1'b1;   
                alu_src = 1'b0;
                if (funct7 == 7'b0000000 && funct3 == 3'b000) begin
                    add_en = 1'b1;
                    alu_op = 5'b00000;   
                end
                else if (funct7 == 7'b0100000 && funct3 == 3'b000) begin
                    sub_en = 1'b1;
                    alu_op = 5'b00010;   
                end
                else if (funct7 == 7'b0000000 && funct3 == 3'b100) begin
                    xor_en = 1'b1;
                    alu_op = 5'b00011;   
                end
                else if (funct7 == 7'b0000000 && funct3 == 3'b110) begin
                    or_en = 1'b1;
                    alu_op = 5'b00101;   
                end
                else if (funct7 == 7'b0000000 && funct3 == 3'b111) begin
                    and_en = 1'b1;
                    alu_op = 5'b00111;   
                end
                else if (funct7 == 7'b0000000 && funct3 == 3'b001) begin
                    sll_en = 1'b1;
                    alu_op = 5'b01001;   
                end
                else if (funct7 == 7'b0000000 && funct3 == 3'b101) begin
                    srl_en = 1'b1;
                    alu_op = 5'b01011;   
                end
                else if (funct7 == 7'b0100000 && funct3 == 3'b101) begin
                    sra_en = 1'b1;
                    alu_op = 5'b01101;   
                end
                else if (funct7 == 7'b0000000 && funct3 == 3'b011) begin
                    sltu_en = 1'b1;
                    alu_op = 5'b10001;   
                end
                else if (funct7 == 7'b0000000 && funct3 == 3'b010) begin
                    slt_en = 1'b1;
                    alu_op = 5'b01111;   
                end
                else begin
                    reg_write = 1'b0;
                    alu_op = 5'b00000;
                end
            end
            I_TYPE: begin
                reg_write = 1'b1;
                reg_read = 1'b1;   
                alu_src = 1'b1;
                rs2 = 5'b0;   
                case (funct3)
                    3'b000: begin   
                        addi_en = 1'b1;
                        alu_op = 5'b00001;   
                        imm = {{20{instruction[31]}}, instruction[31:20]};
                    end
                    3'b010: begin   
                        slti_en = 1'b1;
                        alu_op = 5'b10000;   
                        imm = {{20{instruction[31]}}, instruction[31:20]};
                    end
                    3'b011: begin   
                        sltiu_en = 1'b1;
                        alu_op = 5'b10010;   
                        imm = {{20{instruction[31]}}, instruction[31:20]};
                    end
                    3'b100: begin   
                        xori_en = 1'b1;
                        alu_op = 5'b00100;   
                        imm = {{20{instruction[31]}}, instruction[31:20]};
                    end
                    3'b110: begin   
                        ori_en = 1'b1;
                        alu_op = 5'b00110;   
                        imm = {{20{instruction[31]}}, instruction[31:20]};
                    end
                    3'b111: begin   
                        andi_en = 1'b1;
                        alu_op = 5'b01000;   
                        imm = {{20{instruction[31]}}, instruction[31:20]};
                    end
                    3'b001: begin   
                        slli_en = 1'b1;
                        alu_op = 5'b01010;   
                        imm = {27'b0, instruction[24:20]};   
                    end
                    3'b101: begin   
                        imm = {27'b0, instruction[24:20]};   
                        if (funct7[5]) begin
                            srai_en = 1'b1;
                            alu_op = 5'b01110;   
                        end else begin
                            srli_en = 1'b1;
                            alu_op = 5'b01100;   
                        end
                    end
                    default: begin
                        alu_op = 5'b00000;
                        reg_write = 1'b0;
                        reg_read = 1'b0;   
                    end
                endcase
            end
            default: begin
                alu_op = 5'b00000;
                reg_write = 1'b0;
                reg_read = 1'b0;
                alu_src = 1'b0;
                rs1 = 5'b0;
                rs2 = 5'b0;
                rd = 5'b0;
                imm = 32'b0;
            end
        endcase
    end
endmodule
File: design/flow/run.sh
#!/bin/bash
# OpenROAD 26Q1-2900-gdf79404cd8, Yosys 0.63+post, stock flow scripts
make -C /OpenROAD-flow-scripts/flow DESIGN_CONFIG=/design/flow/config.mk WORK_HOME=/design/flow/orfs finish
==> Implementation_results.wiki <==
== Flow metrics ==
{| class="wikitable"
! Metric !! Value
|-
| Result of the run || finished, final reports clean
|-
| Total inserted antenna cells || 0
|-
| Most numerous cell on the critical path || sky130_fd_sc_hd__clkdlybuf4s50_1
|-
| Final setup violation count || 0
|-
| Starting Density || 0.1709
|-
| Tmin final || 4.133 ns
|-
| Highest-count logic cell in the final layout || sky130_fd_sc_hd__clkdlybuf4s50_1
|-
| Initial drt markers || 32
|-
| Number of rows created at floorplan || 25
|-
| Slew Limit Fails || 0
|-
| Via count || 1157
|-
| Die Size || 8281 um^2
|-
| Via count of the first global-routing pass || 1134
|-
| Cells in synth_stat.txt || 134
|-
| IO Pins || 106
|-
| Detailed-routing iteration count for the pre-antenna-repair pass || 4
|-
| Part of the total power dissipated in the clock network || 0
|-
| Min-delay worst type || in -> out
|-
| Kind of critical path || in -> out
|-
| Cell family contributing the most delay on the critical path || simple AND/OR/NAND/NOR gates
|-
| Startpoint type of the worst setup path || input pin
|-
| Gr usage total || 0.09366
|-
| Crit path capture type || primary output
|-
| Worst hold slack || 2.749 ns
|-
| X dimension of the die || 91 um
|-
| Arr. time, crit path || 3.21 ns
|-
| Via/cell ratio || 4.132
|-
| Worst Tran Pin Value || 0.5559 ns
|-
| Logic gate share of total power || 1.000
|-
| Share of layout cells above drive strength 1 || 0.06103
|-
| Number of sequential storage elements || 0
|-
| Cell Area, Synth || 823.3 um^2
|-
| Vertical die size || 91 um
|-
| Remaining antenna violation count after routing || 0
|-
| Total negative slack for setup checks || 0 ns
|-
| Antenna violations before repair || 0
|-
| Switching power summed over all nets || 22.93 uW
|-
| Number of I/O port buffers || 106
|-
| Cts hold-fix bufs || 0
|-
| Count of buffers added by post-CTS timing repair for setup || 0
|-
| Switching Share || 0.3913
|-
| Sequential cell area || 0 um^2
|-
| Gate Count Post-Synth || 134
|-
| Area growth from synthesis to final layout || 116.6%
|-
| Avg WL per Cell || 14.73 um
|-
| Synthesized area per cell || 6.144 um^2
|-
| Total core area || 4817 um^2
|-
| Worst vdd ir || 0.03038 mV
|-
| Maximum number of pins on one net before global-route repair || 23
|-
| Portion of the post-synthesis area used by sequential elements || 0
|-
| Final worst path period share || 0.8984
|-
| DRC || 0
|-
| Worst path cell trace || clkdlybuf4s50_1, nand4b_1, or3_1, nor2_4, and3_1, clkdlybuf4s50_1
|-
| CP max-delay cell || sky130_fd_sc_hd__clkdlybuf4s50_1
|-
| Worst stage delay on the critical path || 0.58 ns
|-
| Yosys synthesis chip area || 823.3 um^2
|-
| Buffers & Inverters on Critical Path || 2
|-
| Unique masters post-synth || 36
|-
| Maximum fanout count along the critical path || 21
|-
| Total count of hold-check failures in the final report || 0
|-
| Wire length of the first global-routing pass || 6451 um
|-
| Highest-count cells in the layout ignoring fill and taps || 106 x sky130_fd_sc_hd__clkdlybuf4s50_1, 17 x sky130_fd_sc_hd__and2_1, 16 x sky130_fd_sc_hd__nor2_1
|-
| Routed WL || 4124 um
|-
| Required time reported for the critical path endpoint || 3.68 ns
|-
| Portion of total power attributed to sequential cells || 0
|-
| Number of clock buffer instances in the layout || 0
|-
| Residual overflow from global routing || 0
|-
| Detailed placement HPWL || 3558 um
|-
| Power per unit of standard cell area || 32.86 nW/um^2
|-
| Yosys Warn Count || 1
|-
| OpenROAD warnings || 32
|-
| Post-cts repair resize count || 0
|-
| Total leakage power || 0.6803 nW
|-
| Internal Power || 35.66 uW
|-
| Worst slew margin relative to its limit || 0.6294
|-
| RSZ-0062 raised after global routing || false
|-
| GPL Wtd Cong || 0.8184
|-
| Max Cap Viol || 0
|-
| Highest Clock Rate || 0.2420 GHz
|}
[routing by layer]
| layer | up-vias | global-route usage | part of all wire |
|---|---|---|---|
| li1 | 584 | - | - |
| met1 | 521 | 0.1066 | 0.38 |
| met2 | 52 | 0.1778 | 0.53 |
| met3 | 0 | 0.02739 | 0.088 |
| met4 | 0 | 0 | 0 |
| met5 | - | 0 | 0 |
[synth_stat cells, types with 2 or more instances]
master | number | share of area
sky130_fd_sc_hd__buf_4 | 21 | 0.19
sky130_fd_sc_hd__and2_1 | 17 | 0.13
sky130_fd_sc_hd__nor2_1 | 16 | 0.073
sky130_fd_sc_hd__and3_1 | 15 | 0.11
sky130_fd_sc_hd__nand2_1 | 8 | 0.036
sky130_fd_sc_hd__o21ai_0 | 5 | 0.030
sky130_fd_sc_hd__buf_2 | 4 | 0.024
sky130_fd_sc_hd__clkbuf_1 | 4 | 0.018
sky130_fd_sc_hd__nand2b_1 | 4 | 0.030
sky130_fd_sc_hd__nor2_2 | 4 | 0.030
sky130_fd_sc_hd__nor2b_1 | 4 | 0.030
sky130_fd_sc_hd__a21oi_1 | 3 | 0.018
sky130_fd_sc_hd__inv_1 | 3 | 0.014
sky130_fd_sc_hd__buf_6 | 2 | 0.027
sky130_fd_sc_hd__nor3_1 | 2 | 0.012
sky130_fd_sc_hd__or3_1 | 2 | 0.015
[final timing paths]
kind	cells past startpoint	slack (ns)	to	from
hold / removal	3	2.75	rd[4]	instruction[11]
setup / recovery	6	0.47	imm[16]	instruction[6]
[final cells by class]
type / instances / area (um^2)
multi-input cells: 99 / 593.1
well taps: 67 / 83.83
fillers: 539 / 3034
repair buffers: 110 / 1091
inverters: 4 / 15.01
[cells by family after synthesis]
logic type,count (synthesis),synth area share
buf+inv,35,0.2796
simple gates,82,0.5790
xor+xnor,1,0.01064
compound gates,16,0.1307
[tightest hold or removal path: cells and delay by family]
kind,cells,cell delay (ns)
and+or+nand+nor,1,0.13
buffers and inverters,2,0.79
[per-stage QoR]
step                setup WS, ns  area [um^2]    util  power, mW  instances
floorplan                  1.424        823.3       -    0.02210        134
global route              0.1997         1783  0.3701    0.06450        280
detailed placement        0.4166         1783  0.3701    0.05847        280
finish                    0.4672         1783  0.3701    0.05858        280
global placement          0.4648         1783  0.3701    0.05879        280
CTS                       0.4166         1783  0.3701    0.05859        280
[power groups by stage]
stage | clock [mW] | combinational, mW | sequential, mW
after global routing | 0 | 0.0645 | 0
final | 0 | 0.0586 | 0
after CTS | 0 | 0.0586 | 0
No activity file was given, so power comes from the tool's default toggle rates.
