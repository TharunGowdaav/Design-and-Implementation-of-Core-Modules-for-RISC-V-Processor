**design/flow/design.v**
```verilog
module alu (
    input wire [31:0] input1,     
    input wire [31:0] input2,     
    input wire [4:0] alu_op,      
    input wire add_en,
    input wire addi_en,
    input wire sub_en,
    input wire xor_en,
    input wire xori_en,
    input wire or_en,
    input wire ori_en,
    input wire and_en,
    input wire andi_en,
    input wire sll_en,
    input wire slli_en,
    input wire srl_en,
    input wire srli_en,
    input wire sra_en,
    input wire srai_en,
    input wire slt_en,
    input wire slti_en,
    input wire sltu_en,
    input wire sltiu_en,
    output reg [31:0] alu_result  
);
    wire [31:0]  add_result, sub_result, xor_result, or_result, and_result;
    wire [31:0] sll_result, srl_result, sra_result, slt_result, sltu_result;
    wire [31:0] addi_result, xori_result, ori_result, andi_result;
    wire [31:0] slli_result, srli_result, srai_result, slti_result, sltiu_result;
    alu_addi addi_op (
        .rs1(input1),
        .imm(input2),
        .addi_result(addi_result)
    );
    alu_xori xori_op (
        .rs1(input1),
        .imm(input2),
        .xori_result(xori_result)
    );
    alu_ori ori_op (
        .rs1(input1),
        .imm(input2),
        .ori_result(ori_result)
    );
    alu_andi andi_op (
        .rs1(input1),
        .imm(input2),
        .andi_result(andi_result)
    );
    alu_slli slli_op (
        .rs1(input1),
        .imm(input2),
        .slli_result(slli_result)
    );
    alu_srli srli_op (
        .rs1(input1),
        .imm(input2),
        .srli_result(srli_result)
    );
    alu_srai srai_op (
        .rs1(input1),
        .imm(input2),
        .srai_result(srai_result)
    );
    alu_slti slti_op (
        .rs1(input1),
        .imm(input2),
        .slti_result(slti_result)
    );
    alu_sltiu sltiu_op (
        .rs1(input1),
        .imm(input2),
        .sltiu_result(sltiu_result)
    );
    alu_add add_op (
        .op1(input1),
        .op2(input2),
        .add_result(add_result)
    );
    alu_sub sub_op (
        .op1(input1),
        .op2(input2),
        .sub_result(sub_result)
    );
    alu_xor xor_op (
        .op1(input1),
        .op2(input2),
        .xor_result(xor_result)
    );
    alu_or or_op (
        .op1(input1),
        .op2(input2),
        .or_result(or_result)
    );
    alu_and and_op (
        .op1(input1),
        .op2(input2),
        .and_result(and_result)
    );
    alu_sll sll_op (
        .op1(input1),
        .op2(input2),
        .sll_result(sll_result)
    );
    alu_srl srl_op (
        .op1(input1),
        .op2(input2),
        .srl_result(srl_result)
    );
    alu_sra sra_op (
        .op1(input1),
        .op2(input2),
        .sra_result(sra_result)
    );
    alu_slt slt_op (
        .op1(input1),
        .op2(input2),
        .slt_result(slt_result)
    );
    alu_sltu sltu_op (
        .op1(input1),
        .op2(input2),
        .sltu_result(sltu_result)
    );
    always @(*) begin
        alu_result = 32'b0;
        case(alu_op)
            5'b00000: if (add_en)   alu_result = add_result;    
            5'b00001: if (addi_en)  alu_result = addi_result;   
            5'b00010: if (sub_en)   alu_result = sub_result;    
            5'b00011: if (xor_en)   alu_result = xor_result;    
            5'b00100: if (xori_en)  alu_result = xori_result;   
            5'b00101: if (or_en)    alu_result = or_result;     
            5'b00110: if (ori_en)   alu_result = ori_result;    
            5'b00111: if (and_en)   alu_result = and_result;    
            5'b01000: if (andi_en)  alu_result = andi_result;   
            5'b01001: if (sll_en)   alu_result = sll_result;    
            5'b01010: if (slli_en)  alu_result = slli_result;   
            5'b01011: if (srl_en)   alu_result = srl_result;    
            5'b01100: if (srli_en)  alu_result = srli_result;   
            5'b01101: if (sra_en)   alu_result = sra_result;    
            5'b01110: if (srai_en)  alu_result = srai_result;   
            5'b01111: if (slt_en)   alu_result = slt_result;    
            5'b10000: if (slti_en)  alu_result = slti_result;   
            5'b10001: if (sltu_en)  alu_result = sltu_result;   
            5'b10010: if (sltiu_en) alu_result = sltiu_result;  
            default: alu_result = 32'b0;   
        endcase
    end
endmodule
module alu_add #(parameter PRECISION = 32)
(
    input  wire [PRECISION-1:0] op1,
    input  wire [PRECISION-1:0] op2,
    output wire [PRECISION-1:0] add_result
);
    localparam num_steps = $clog2(PRECISION);
    wire [PRECISION-1:0] generates  [num_steps:0];
    wire [PRECISION-1:0] propagates [num_steps:0];
    genvar k, idx;
    generate
        for (idx = 0; idx < PRECISION; idx = idx + 1) begin : init_step
            assign generates[0][idx]  = op1[idx] & op2[idx];
            assign propagates[0][idx] = op1[idx] ^ op2[idx];
        end
        for (k = 1; k <= num_steps; k = k + 1) begin : steps
            for (idx = 0; idx < PRECISION; idx = idx + 1) begin : stage
                if (idx < (1 << (k-1))) begin
                    assign generates[k][idx] = generates[k-1][idx];
                    assign propagates[k][idx] = propagates[k-1][idx];
                end else begin
                    assign generates[k][idx] = generates[k-1][idx] | 
                                             (propagates[k-1][idx] & generates[k-1][idx-(1<<(k-1))]);
                    assign propagates[k][idx] = propagates[k-1][idx] & 
                                              propagates[k-1][idx-(1<<(k-1))];
                end
            end
        end
        assign add_result[0] = propagates[0][0];
        for (idx = 1; idx < PRECISION; idx = idx + 1) begin : sum
            assign add_result[idx] = propagates[0][idx] ^ generates[num_steps][idx-1];
        end
    endgenerate
endmodule
module alu_addi #(parameter PRECISION = 32)
(
    input  wire [PRECISION-1:0] rs1,
    input  wire [PRECISION-1:0] imm,
    output wire [PRECISION-1:0] addi_result
);
    localparam num_steps = $clog2(PRECISION);
    wire [PRECISION-1:0] generates  [num_steps:0];
    wire [PRECISION-1:0] propagates [num_steps:0];
    genvar k, idx;
    generate
        for (idx = 0; idx < PRECISION; idx = idx + 1) begin : init_step
            assign generates[0][idx]  = rs1[idx] & imm[idx];
            assign propagates[0][idx] = rs1[idx] ^ imm[idx];
        end
        for (k = 1; k <= num_steps; k = k + 1) begin : steps
            for (idx = 0; idx < PRECISION; idx = idx + 1) begin : stage
                if (idx < (1 << (k-1))) begin
                    assign generates[k][idx] = generates[k-1][idx];
                    assign propagates[k][idx] = propagates[k-1][idx];
                end else begin
                    assign generates[k][idx] = generates[k-1][idx] | 
                                             (propagates[k-1][idx] & generates[k-1][idx-(1<<(k-1))]);
                    assign propagates[k][idx] = propagates[k-1][idx] & 
                                              propagates[k-1][idx-(1<<(k-1))];
                end
            end
        end
        assign addi_result[0] = propagates[0][0];
        for (idx = 1; idx < PRECISION; idx = idx + 1) begin : sum
            assign addi_result[idx] = propagates[0][idx] ^ generates[num_steps][idx-1];
        end
    endgenerate
endmodule
module alu_and (
    input wire [31:0] op1,
    input wire [31:0] op2,
    output wire [31:0] and_result
);
    assign and_result = op1 & op2;   
endmodule
module alu_andi (
    input wire [31:0] rs1,
    input wire [31:0] imm,
    output wire [31:0] andi_result
);
    assign andi_result = rs1 & imm;   
endmodule
module alu_or (
    input wire [31:0] op1,
    input wire [31:0] op2,
    output wire [31:0] or_result
);
    assign or_result = op1 | op2;   
endmodule
module alu_ori (
    input wire [31:0] rs1,
    input wire [31:0] imm,
    output wire [31:0] ori_result
);
    assign ori_result = rs1 | imm;   
endmodule
module alu_sll (
    input wire [31:0] op1,
    input wire [31:0] op2,
    output wire [31:0] sll_result
);
    assign sll_result = op1 << op2[4:0];   
endmodule
module alu_slli (
    input wire [31:0] rs1,
    input wire [31:0] imm,
    output wire [31:0] slli_result
);
    assign slli_result = rs1 << imm[4:0];   
endmodule
module alu_slt (
    input wire [31:0] op1,
    input wire [31:0] op2,
    output wire [31:0] slt_result
);
    assign slt_result = ($signed(op1) < $signed(op2)) ? 32'b1 : 32'b0;   
endmodule
module alu_slti (
    input wire [31:0] rs1,
    input wire [31:0] imm,
    output wire [31:0] slti_result
);
    assign slti_result = ($signed(rs1) < $signed(imm)) ? 32'b1 : 32'b0;   
endmodule
module alu_sltiu (
    input wire [31:0] rs1,
    input wire [31:0] imm,
    output wire [31:0] sltiu_result
);
    assign sltiu_result = (rs1 < imm) ? 32'b1 : 32'b0;   
endmodule
module alu_sltu (
    input wire [31:0] op1,
    input wire [31:0] op2,
    output wire [31:0] sltu_result
);
    assign sltu_result = (op1 < op2) ? 32'b1 : 32'b0;   
endmodule
module alu_sra (
    input wire [31:0] op1,
    input wire [31:0] op2,
    output wire [31:0] sra_result
);
    assign sra_result = $signed(op1) >>> op2[4:0];   
endmodule
module alu_srai (
    input wire [31:0] rs1,
    input wire [31:0] imm,
    output wire [31:0] srai_result
);
    assign srai_result = $signed(rs1) >>> imm[4:0];   
endmodule
module alu_srl (
    input wire [31:0] op1,
    input wire [31:0] op2,
    output wire [31:0] srl_result
);
    assign srl_result = op1 >> op2[4:0];   
endmodule
module alu_srli (
    input wire [31:0] rs1,
    input wire [31:0] imm,
    output wire [31:0] srli_result
);
    assign srli_result = rs1 >> imm[4:0];   
endmodule
module alu_sub #(parameter PRECISION = 32)
(
    input  wire [PRECISION-1:0] op1,
    input  wire [PRECISION-1:0] op2,
    output wire [PRECISION-1:0] sub_result
);
    localparam num_steps = $clog2(PRECISION);
    wire [PRECISION-1:0] generates  [num_steps:0];
    wire [PRECISION-1:0] propagates [num_steps:0];
    wire [PRECISION-1:0] op2_complement = ~op2 + 1;
    genvar k, idx;
    generate
        for (idx = 0; idx < PRECISION; idx = idx + 1) begin : init_step
            assign generates[0][idx]  = op1[idx] & op2_complement[idx];
            assign propagates[0][idx] = op1[idx] ^ op2_complement[idx];
        end
        for (k = 1; k <= num_steps; k = k + 1) begin : steps
            for (idx = 0; idx < PRECISION; idx = idx + 1) begin : stage
                if (idx < (1 << (k-1))) begin
                    assign generates[k][idx] = generates[k-1][idx];
                    assign propagates[k][idx] = propagates[k-1][idx];
                end else begin
                    assign generates[k][idx] = generates[k-1][idx] | 
                                             (propagates[k-1][idx] & generates[k-1][idx-(1<<(k-1))]);
                    assign propagates[k][idx] = propagates[k-1][idx] & 
                                              propagates[k-1][idx-(1<<(k-1))];
                end
            end
        end
        assign sub_result[0] = propagates[0][0];
        for (idx = 1; idx < PRECISION; idx = idx + 1) begin : subtract
            assign sub_result[idx] = propagates[0][idx] ^ generates[num_steps][idx-1];
        end
    endgenerate
endmodule
module alu_xor (
    input wire [31:0] op1,
    input wire [31:0] op2,
    output wire [31:0] xor_result
);
    assign xor_result = op1 ^ op2;   
endmodule
module alu_xori (
    input wire [31:0] rs1,
    input wire [31:0] imm,
    output wire [31:0] xori_result
);
    assign xori_result = rs1 ^ imm;   
endmodule
```
**design/flow/run.sh**
```bash
#!/bin/bash
# OpenROAD 26Q1-2900-gdf79404cd8, Yosys 0.63+post, stock flow scripts
make -C /OpenROAD-flow-scripts/flow DESIGN_CONFIG=/design/flow/config.mk WORK_HOME=/design/flow/orfs finish
```
**design/flow/config.mk**
```make
export PLATFORM = sky130hd
export DESIGN_NAME = alu
export DESIGN_NICKNAME = alu
export VERILOG_FILES = /design/flow/design.v
export SDC_FILE = /design/flow/constraint.sdc
export NUM_CORES = 4
export LEC_CHECK = 1
export CORE_UTILIZATION = 50
```
**design/flow/constraint.sdc**
```tcl
current_design alu

set clk_period 13.6
set clk_io_pct 0.2

create_clock -name clk0 -period $clk_period

set non_clock_inputs [all_inputs -no_clocks]
set_input_delay [expr $clk_period * $clk_io_pct] -clock clk0 $non_clock_inputs
set_output_delay [expr $clk_period * $clk_io_pct] -clock clk0 [all_outputs]
```
==> deck_impl_summary.md <==
Implementation Results

Synth
  • Synth Seq Share: 0
  • Synth area leader: ha_1
  • Synth Cell Area: 10200 um^2
  • Syn Area/Cell: between 6 and 7 um^2
  • Ys cells: 1479
  • Unique cell types: 86
  • Yosys synthesis chip area: 10200 um^2
  • Yosys warning count: 4
  • Post-Synthesis Cells: between 1000 and 1500
  • Synth area leaders: ha_1 16%, mux4_2 6.6%, a21oi_1 6.6%
  • Area share, top type: 0.164

Layout
  • Area Growth Syn to Fin: 11.6%
  • Layout cells sized above 1: 0.0638
  • Sequential cell area: 0 um^2
  • Dominant logic cell types in the final layout: 152 x nor2_1, 136 x nand2_1, 134 x a21oi_1, 134 x ha_1, 123 x o21ai_0
  • Flop count: 0
  • Final Non-Filler Cells: 1785
  • Commonest non-fill, non-tap cell in the layout: nor2_1
  • Finished Cell Area: 11400 um^2
  • Clock buffer count: 0

Drt
  • DR WL/cell: 23.9 um
  • Via count: 12000
  • Pre-Repair DR Iteration Count: 6
  • # DRC: 0
  • Initial drt markers: between 1000 and 1500
  • Antenna Cells: 0
  • Routed WL: 42.6 mm
  • Post-DR vias/cell: between 6 and 7
  • Detail Route Antenna Nets: 0

Place
  • I/O Buffers: 120
  • Cells after DPL: 1785
  • DP HPWL: 33.2 mm
  • Global placement routability congestion: 1.05
  • Dpl cell area: 11400 um^2

Pwr
  • Sw power: between 0.2 and 0.3 mW
  • Power Total: 0.434 mW
  • Pleak: 4.85 nW
  • Share of power burned in registers: 0
  • Clock share of power: 0
  • Power per cell area: 38.1 nW/um^2
  • Worst vdd ir: ~0.02 mV
  • Int Pwr: 0.176 mW
  • Switching Share: 0.596
  • Logic pwr share: 1.000

STA
  • Peak Freq: 0.0927 GHz
  • RSZ-0062 raised after global routing: no
  • Worst relative slew slack: 0.337
  • Setup TNS: 0 ps
  • Final setup fails: 0
  • Share of the cycle needed by the critical path after routing: 0.793
  • Hold Vio Cnt, Final: 0
  • Worst-Margin Slew: 995 ps
  • Crit path time final: 10790 ps
  • Slew Limit Fails: 0

Critical path
  • WP depth: 19
  • Critical path buffers and inverters: 4
  • CP max stage cell: o41ai_1
  • Cell family with most CP delay: AND-OR/OR-AND gates
  • Crit end category: primary output
  • CP Cell Sequence: buf_2 -> buf_4 -> inv_1 -> nand2_1 -> nor2_1 -> and3_1 -> nand2_1 -> nor2_1 -> xnor2_1 -> ha_1 -> nand2_1 -> o32ai_1 -> a2111o_1 -> o22a_1 -> a41oi_1 -> o41ai_1 -> xnor2_1 -> o211ai_1 -> clkdlybuf4s50_1
  • Worst Setup EP: alu_result[31]
  • Crit path DRT: 10880 ps
  • CP arrival: around 8100 ps
  • Crit path top cell by count: nand2_1
  • CP Max Fanout: about 41
  • Worst setup SP type: input port
  • Crit path kind: in2out
  • Crit. Startpoint: input2[2]
  • Crit-path max cell delay: roughly 680 ps

Global routing
  • Initial antenna violation count: 0
  • Largest net degree at the start of global routing: 68
  • First-pass GRT wire length: 63.4 mm
  • Number of global-route vias before repair: 10400
  • Congestion Overflow GR: 0
  • GRT Total Usage: 0.409

Worst hold path
  • Min-delay worst type: in2out
  • Hold Crit Depth: 5

Clocking
  • Post-cts hold buffer count: 0
  • Post-CTS sizing: 0
  • Setup Buffers After CTS: 0

Floorplanning
  • Initial Utilization: 0.517
  • Die Size: 21000 um^2
  • Core footprint: about 20000 um^2
  • Chip Width: 145 um
  • I/O pins: 120
  • Rows: 51
  • Die height: 145 um

Job
  • Total of max-cap violations: 0
  • Log Warnings: 104

Run status
  • Status: completed
[power by group through the flow]
stage | Combinational, mW | Clock (mW) | Sequential, mW
6_report | 0.434 | 0 | 0
5_1_grt | 0.468 | 0 | 0
4_1_cts | 0.423 | 0 | 0
[how the worst min path moves through the flow]
| stage | slack (ps) | to | start |
|---|---|---|---|
| finish | 6610 | alu_result[4] | input2[3] |
| global route | 6640 | alu_result[7] | input2[4] |
| CTS | 6590 | alu_result[4] | input2[4] |
[cell families after synthesis]
family | after synthesis | synth area share
buffers and inverters | 189 | 0.0823
muxes | 108 | 0.144
AOI/OAI and AO/OA | 535 | 0.348
adders and majority gates | 136 | 0.168
and+or+nand+nor | 444 | 0.200
xor gates and xnor gates | 67 | 0.0575
[worst min-delay path, cell delays in order]
cell             delay (ps)
buf_2                   100
buf_4                   320
o21ai_0                 230
o21ai_0                 100
clkdlybuf4s50_1         410
[layer usage]
layer  vias up  GRT usage  wire length [um]
met4         0      0.109              1450
met5         -          0                 0
met3        83     0.0878              4810
met2       705      0.589             17600
li1       5629          -                 -
met1      5591      0.614             18700
[cell type report]
class | count | area [um^2]
multi-input combinational | 1290 | 9370
timing repair buffer | 143 | 1350
inverter | 87 | 327
tap | 265 | 332
fill | 1897 | 8330
[stage by stage]
step                hold slack [ps]  utilization  worst slack, ps
finish                         6610        0.577             2810
global route                   6640        0.577             2480
CTS                            6590        0.577             2970
detailed placement             6580        0.577             3000
global placement               6590        0.577             3050
floorplan                      5700            -             4330
[cell usage after synthesis (all sizes together), types with 18 or more instances]
| cell type | count |
|---|---|
| mux4 | 30 |
| a221oi | 19 |
| nand3 | 28 |
| a21o | 35 |
| nor2 | 152 |
| o21ai | 126 |
| mux2i | 64 |
| a22oi | 18 |
| clkbuf | 64 |
| xnor2 | 50 |
| buf | 37 |
| inv | 86 |
| nand2 | 136 |
| o211ai | 34 |
| nor3 | 34 |
| a21oi | 135 |
| ha | 134 |
Power is estimated from default activity; no workload was simulated.
